==> design/flow/design.v <==
 `timescale 1ns / 1ps
module test1 (clk,reset,num_input,cal_input,enter,ans); 
    input clk;
    input reset; 
    input num_input;
    input cal_input;
    input enter;
    output [7:0]ans;
    reg [7:0]ans; 
    reg [127:0]stack_num;
    reg [127:0]stack_cal;
    reg [7:0]tmp_num;
    reg [7:0]tmp_cal;
    reg [7:0]index_cal;
    reg [127:0]tmp;
    reg [7:0]tail;
    reg [7:0]num1;
    reg [7:0]num2;
    reg [7:0]cal1;
    always @(posedge clk) begin
    tmp=tmp+1;
    if(tmp>100000000)begin
        if(~reset) begin
            tmp=0;
            ans = 0;
            tmp_num=0;
            tmp_cal=0;
            index_cal=0;
            stack_num=0;
            stack_cal=0;
        end
        else begin
            if(num_input==0)
                begin
                tmp=0;
                    if(tmp_cal!=0)begin
                            repeat(3) begin
                                    if(stack_cal[7:0]>=tmp_cal && index_cal) begin
                                        num1= stack_num[7:0];
                                        num2 = stack_num[15:8];
                                        stack_num = stack_num>>8;
                                        cal1 = stack_cal[7:0];
                                        stack_cal = stack_cal>>8;
                                        index_cal = index_cal-1;
                                        if(cal1==2) begin
                                           num1=num1+num2;
                                        end
                                        else if(cal1==3) begin
                                            num1=num2-num1;
                                        end
                                        else if(cal1==4) begin
                                            num1=num1*num2;
                                        end
                                        else if(cal1==5) begin
                                            num1=num2/num1;
                                        end
                                        stack_num[7:0] = num1;
                                    end
                            end
                        stack_cal =(stack_cal<<8);
                        stack_cal = stack_cal + tmp_cal ;
                        index_cal = index_cal+1;
                        tmp_cal= 0;
                    end
                    tmp_num=tmp_num+1;
                    ans=tmp_num;
                end
            else begin
                if(cal_input==0) begin
                    tmp=0;
                    if(tmp_num!=0)begin
                        stack_num =(stack_num<<8);
                        stack_num = stack_num + tmp_num ;
                        tmp_num = 0 ;
                    end
                    tmp_cal=tmp_cal+1;
                    ans=tmp_cal;
                end
                else begin
                    if(enter==0) begin
                        tmp=0;
                        if(tmp_num!=0 || tmp_cal!=0) begin
                            if(tmp_num!=0)begin
                                stack_num =(stack_num<<8);
                                stack_num = stack_num + tmp_num ;
                                tmp_num = 0 ;
                            end 
                            else begin
                            if(tmp_cal!=0)begin
                                stack_cal =(stack_cal<<8);
                                stack_cal = stack_cal + tmp_cal ;
                                index_cal = index_cal+1;
                                tmp_cal= 0;
                            end
                            end
                        end
                        else  begin
                            repeat(4) begin
                                    if(index_cal) begin
                                    num1= stack_num[7:0];
                                    num2 = stack_num[15:8];
                                    stack_num = stack_num>>8;
                                    cal1 = stack_cal[7:0];
                                    stack_cal = stack_cal>>8;
                                    index_cal = index_cal-1;
                                    if(cal1==2) begin
                                       num1=num1+num2;
                                    end
                                    else if(cal1==3) begin
                                        num1=num2-num1;
                                    end
                                    else if(cal1==4) begin
                                        num1=num1*num2;
                                    end
                                    else if(cal1==5) begin
                                        num1=num2/num1;
                                    end
                                    stack_num[7:0] = num1;
                                    end
                            end
                        ans=stack_num[7:0];
                        end
                    end
                end
            end
        end
    end
    end
endmodule
==> design/flow/run.sh <==
#!/bin/bash
# OpenROAD 26Q1-2900-gdf79404cd8, Yosys 0.63+post, stock flow scripts
make -C /OpenROAD-flow-scripts/flow DESIGN_CONFIG=/design/flow/config.mk WORK_HOME=/design/flow/orfs finish
==> design/flow/config.mk <==
export PLATFORM = sky130hd
export DESIGN_NAME = test1
export DESIGN_NICKNAME = test1
export VERILOG_FILES = /design/flow/design.v
export SDC_FILE = /design/flow/constraint.sdc
export NUM_CORES = 4
export LEC_CHECK = 1
export CORE_UTILIZATION = 30
==> design/flow/constraint.sdc <==
current_design test1

set clk_period 108.5
set clk_io_pct 0.2

create_clock -name clk0 -period $clk_period [get_ports {clk}]

set non_clock_inputs [all_inputs -no_clocks]
set_input_delay [expr $clk_period * $clk_io_pct] -clock clk0 $non_clock_inputs
set_output_delay [expr $clk_period * $clk_io_pct] -clock clk0 [all_outputs]
==> run_results.csv <==
group,metric,value,unit
run_status,outcome,"finished, final reports clean",
worst_setup_path,rr_endpoint,"ans[0]$_SDFFCE_PN0P_",
drt,avgViaCountPerCell,5.90,
sta,setup_violations,0,
job,tool_warnings,97,
sta,fmax,16.3,MHz
pwr,power,0.00167,W
sta,period_needed,61.46,ns
floorplan,row_count,159,
min_path,hold_depth,1,
logic_synthesis,ys_cells,8058,
cells_and_area,fin_cells,10100,
floorplan,ios,13,
drt,drtIter0Drc,6998,
logic_synthesis,synth_area,57100,um^2
worst_setup_path,critPathRequiredTime,108.85,ns
global_routing,grt_pass1_vias,55600,
pwr,pwr_density_cell,27.4,nW/um^2
logic_synthesis,top_cell_area_share,15.1,%
clocking,ctsResizeCount,0,
sta,relSlewSlack,32.7,%
drt,ant_nets,0,
cells_and_area,areaGrowthSynthToFinish,6.84,%
clocking,htreeDepth,2,
sta,fin_ws,47.04,ns
drt,wl,217000,um
worst_setup_path,critical_path.max_fanout,49,
clocking,clkSinkCount,416,
logic_synthesis,most_common_cell,"nor2_1",
worst_setup_path,crit_arrival,61.81,ns
pwr,irDropWorstVdd,0.0215,mV
clocking,postCtsSetupBuffers,0,
drt,vias,59800,
sta,finalCritPeriodShare,56.6,%
worst_setup_path,crit_type,"in -> reg",
worst_setup_path,reg2reg_from,"stack_num[7]$_SDFFCE_PN0P_",
min_path,hold_end,"tmp[0]$_DFF_P_",
placed_design,dp_hpwl,145000,um
logic_synthesis,ys_ff,416,
placed_design,place_ws,46.52,ns
worst_setup_path,reg2reg_slack,56.22,ns
worst_setup_path,cpMostUsedCell,"o21a_1",
worst_setup_path,cp_slowest_stage_delay,0.83,ns
floorplan,fp_util,30.3,%
floorplan,die_w,438,um
drt,wl_per_cell,21.4,um
logic_synthesis,synthDistinctLibCells,116,
global_routing,grt_pass1_wl,337000,um
logic_synthesis,async_reset_ff_share,0,%
global_routing,overflow,0,
logic_synthesis,top_cells_by_area,"edfxtp_1, nor2_1, ha_1, nand2_1, a21oi_1",
pwr,total_leakage_power,24.0,nW
sta,clock_skew,0.0419,ns
logic_synthesis,ys_chip_area,57100,um^2
sta,maxSlewViolCount,0,
logic_synthesis,synth-edff-count,288,
clocking,cts_tree,"built",
sta,worst_pin_slew,1.01,ns
floorplan,die-area,192000,um^2
cells_and_area,fillCellCount,19600,
global_routing,grtUsageTotal,22.4,%
sta,rsz0062_at_grt,"false",
global_routing,grt_max_degree,164,
logic_synthesis,yosysWarnings,1,
worst_setup_path,start_kind,"input pin",
clocking,cts_buffers,53,
placed_design,placed_cells,10000,
logic_synthesis,yosys_most_used_dff,"edfxtp_1",
drt,drc,0,
min_path,worstHoldStart,"tmp[0]$_DFF_P_",
logic_synthesis,syn_inst,8058,
logic_synthesis,synth_seq_share,19.6,%
global_routing,antenna_found_initial,3,
floorplan,core,188000,um^2
worst_setup_path,critPathSlowestCell,"a21oi_1",
clocking,root_buffer,"clkbuf_16",
clocking,cts_max_path_buffers,3,
worst_setup_path,crit_path_end_kind,"flop",
clocking,cts.clk_slew.worst_paths,0.06,ns
clocking,hold_buffers,0,
min_path,min_path_type,"reg -> reg",
placed_design,gp_congestion,1.00,
logic_synthesis,yosysTopAreaCell,"edfxtp_1",
sta,hold_violations,0,
worst_setup_path,ff2ff_path_depth,244,
sta,setup_tns,0,ns
clocking,insertion_delay,0.65,ns
cells_and_area,drive_gt1_share,5.78,%
floorplan,die_y,438,um
logic_synthesis,synth.avg_cell_area,7.08,um^2
job,maxCapViolCount,0,
placed_design,portBuffers,12,
logic_synthesis,common_cells,"nor2_1, nand2_1, a21oi_1, clkbuf_1, ha_1",
drt,dr.pass1.iters,12,
==> area by class of cell <==
cell class              count  area, um^2  area share, %
flip-flops and latches    416       11200           18.4
well taps                2495        3120           5.12
multi-input cells        6571       41900           68.7
diodes                      1        2.50        0.00410
clock buffers              81        1610           2.64
repair buffers            200        1650           2.70
clock inverters            19         164          0.269
inverters                 356        1340           2.20
==> per-stage QoR <==
step	hold slack [ns]	utilization [%]	area (um^2)
after floorplan	0.452	-	57100
after global placement	0.473	31.4	59200
after detailed placement	0.480	31.4	59200
after CTS	0.493	32.4	61000
after global routing	0.541	32.4	61000
final	0.489	32.4	61000
==> worst max path at each step <==
stage / from / endpoint / slack [ns]
after CTS: num_input / ans[0]$_SDFFCE_PN0P_ / 47.08
after global routing: num_input / ans[0]$_SDFFCE_PN0P_ / 43.62
final: num_input / ans[0]$_SDFFCE_PN0P_ / 47.04
==> registers in the layout, summed over array words and instances (netlist names) <==
signal and flops:
index_cal 8, stack_num 128, ans 8, tmp 128
stack_cal 128, tmp_cal 8, tmp_num 8
==> worst max-delay path, delay by kind of cell <==
| kind | cells | cell delay, ns |
|---|---|---|
| compound gates | 104 | 19.32 |
| simple gates | 52 | 7.47 |
| mux | 15 | 5.02 |
| fa+ha+maj | 23 | 6.85 |
| buf+inv | 8 | 1.30 |
==> per-layer routing <==
| metal | vias up | share of wire (%) | track usage (%) |
|---|---|---|---|
| met5 | - | 0.027 | 0.174 |
| met4 | 4 | 3.3 | 6.54 |
| met3 | 366 | 11 | 6.38 |
| met2 | 3211 | 43 | 33.0 |
| met1 | 28100 | 43 | 32.2 |
| li1 | 28100 | - | - |
==> cell usage in the layout (no fill, tap or decap), types with 42 or more instances in the layout <==
master,count
a211oi_1,81
a21o_1,52
a21oi_1,656
a222oi_1,192
a22oi_1,60
a31oi_1,124
and3_1,42
buf_4,179
clkbuf_16,58
dfxtp_1,128
edfxtp_1,288
fa_1,84
ha_1,373
inv_1,343
mux2_2,61
mux2i_1,317
nand2_1,1010
nand3_1,178
nor2_1,1388
nor3_1,192
o211ai_1,54
o21a_1,65
o21ai_0,289
o22ai_1,315
xnor2_1,206
xor2_1,127
==> kinds of logic (layout without fill, tap and decap cells) <==
kind of cell | count (synthesis) | count (layout) | share of synthesized area [%]
other | 0 | 1 | 0
flip-flops | 416 | 416 | 19.6
buffers and inverters | 1071 | 656 | 7.33
AND-OR/OR-AND | 2248 | 2248 | 26.1
XOR/XNOR | 343 | 343 | 5.47
AND/OR/NAND/NOR | 3144 | 3144 | 23.6
multiplexers | 379 | 379 | 6.79
adder cells (fa/ha/maj) | 457 | 457 | 11.1
==> report_power, final <==
group          switching [W]  internal, W  leakage, nW
sequential         0.0000399     0.000204         3.73
clock              0.0000776     0.000107        0.865
combinational       0.000752     0.000488         19.4
total               0.000869     0.000799         24.0
Power and IR drop assume default switching activity.
